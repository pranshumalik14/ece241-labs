File: run.sh
#!/bin/bash
# OpenROAD 26Q1-2900-gdf79404cd8, Yosys 0.63+post, stock flow scripts
make -C /OpenROAD-flow-scripts/flow DESIGN_CONFIG=/design/flow/config.mk WORK_HOME=/design/flow/orfs finish
File: config.mk
export PLATFORM = sky130hd
export DESIGN_NAME = GPIO_Arduino
export DESIGN_NICKNAME = GPIO_Arduino
export VERILOG_FILES = /design/flow/design.v
export SDC_FILE = /design/flow/constraint.sdc
export NUM_CORES = 4
export LEC_CHECK = 1
export CORE_UTILIZATION = 30
File: constraint.sdc
current_design GPIO_Arduino

set clk_period 7.5
set clk_io_pct 0.2

create_clock -name clk0 -period $clk_period [get_ports {clock_50}]

set non_clock_inputs [all_inputs -no_clocks]
set_input_delay [expr $clk_period * $clk_io_pct] -clock clk0 $non_clock_inputs
set_output_delay [expr $clk_period * $clk_io_pct] -clock clk0 [all_outputs]
File: design.v
`timescale 1ns / 1ns  
module GPIO_Arduino (input  		reset,
											object_found,
											clock_50,
							output [4:0] sig_out,
							output counted, 
											implement, start_ctr);
wire send_search,
	  send_place,
	  send_stop,
	  send_reset_position;
control_ard C0 (.reset(reset),
					 .object_found(object_found),
					 .counted(counted),
					 .clock(clock_50),
					 .send_search(send_search),
					 .send_place(send_place),
					 .send_stop(send_stop),
					 .send_reset_position(send_reset_position),
					 .start_ctr(start_ctr));
datapath_ard D0 (.send_search(send_search),
					.send_place(send_place),
					.send_stop(send_stop),
					.send_reset_position(send_reset_position),
					.implement(implement),
					.clock(clock_50),
					.signal_out(sig_out));
counter CTR1 (.clock(clock_50), 
				 .start_ctr(start_ctr), 
				 .counted(counted), 
				 .implement(implement));
endmodule 
module control_ard	(input		reset,
											object_found,
											counted,
											clock,
							output reg 	send_search, 
											send_place, 
											send_stop, 
											send_reset_position, 
											start_ctr);
				reg [3:0] current_state, next_state;
				localparam  START_ROUTINE	= 4'd0,
								SET_RESET  		= 4'd1,
								RESET				= 4'd2,
								SET_SEARCH		= 4'd3,
								SEARCH			= 4'd4,
								SET_PLACE		= 4'd5,
								PLACE				= 4'd6,
								SET_STOP			= 4'd7,
								STOP  			= 4'd8;
				always @(*)
				begin
					case (current_state)
						START_ROUTINE:		 	begin
														next_state = SET_RESET;
													end
						SET_RESET:  			begin
														if ((!counted) & (!reset)) 
															next_state = SET_RESET;
														else if (reset)
															next_state = START_ROUTINE;
														else 
															next_state = RESET;
													end
						RESET: 					begin
														next_state = SET_SEARCH;
													end
						SET_SEARCH:				begin
														if ((!counted) & (!reset)) 
															next_state = SET_SEARCH;
														else if (reset)
															next_state = START_ROUTINE;
														else 
															next_state = SEARCH;
													end
						SEARCH: 				  	begin
														if ((!object_found) & (!reset)) 
															next_state = SEARCH;
														else if (reset)
															next_state = START_ROUTINE;
														else
															next_state = SET_PLACE;
													end
						SET_PLACE:				begin
														if ((!counted) & (!reset))
															next_state = SET_PLACE;
														else if (reset)
															next_state = START_ROUTINE;
														else 
															next_state = PLACE;
													end
						PLACE:  		  			begin
														next_state = SET_STOP;
													end
						SET_STOP:				begin
														if ((!reset) & (!counted)) 
															next_state = STOP;
														else if (reset) 
															next_state = START_ROUTINE;
														else  
															next_state = STOP;
													end
						STOP:						begin
														if (reset)
															next_state = START_ROUTINE;
														else
															next_state = STOP;
													end
						default: 				next_state = START_ROUTINE;
					endcase
				end
				always @(*)
				begin
					send_search				= 1'b0;
					send_place				= 1'b0;
					send_stop				= 1'b0;
					send_reset_position	= 1'b0;
					start_ctr 				= 1'b0;
					case (current_state)
						START_ROUTINE:		begin
													send_reset_position = 1;
													start_ctr = 1;
												end
						SET_RESET:  		begin
													send_reset_position = 1;
												end
						RESET: 				begin													
													send_search = 1;
													start_ctr = 1;
												end
						SET_SEARCH:			begin
													send_search = 1;
												end
						SEARCH: 				begin
													send_place = 1;
													start_ctr = 1;
												end
						SET_PLACE:			begin
													send_place = 1;
												end
						PLACE:  		  		begin
													send_stop = 1;
													start_ctr = 1;
												end
						SET_STOP:			begin
													send_stop = 1;
												end
					   STOP:			  		begin
													send_reset_position = 1;
												end
					endcase
				end  
				always @(posedge clock)
				begin
					if(reset)
						current_state <= START_ROUTINE;
					else
						current_state <= next_state;
				end  
endmodule  
module datapath_ard (input 				send_search,
													send_place,
													send_stop,
													send_reset_position,
													implement,
													clock,
							output reg [4:0] 	signal_out);
				localparam	SEARCH			= 4'b1000,
								PLACE				= 4'b0100,
								RESET_POSITION	= 4'b0010,
								STOP				= 4'b0001;
				always @(posedge clock)
				begin
					if(send_reset_position) 
					begin
						signal_out [4:1] <= RESET_POSITION;
				   end
					else if (send_search) 
					begin
						signal_out [4:1] <= SEARCH;
				   end
					else if (send_place) 
					begin
						signal_out [4:1] <= PLACE;
				   end
					else if(send_stop) 
					begin
						signal_out [4:1] <= STOP;
				   end
					signal_out[0] <= implement;
				end
endmodule  
module counter (input clock, start_ctr, output reg counted, implement);
				reg [26:0] cycleCount;
				always @(posedge clock)  
				begin
					if (start_ctr == 1'b1)  
					begin
						cycleCount <= 27'd50000000;
						counted <= 1'b0;
						implement <= 1'b0;
					end
					else if (cycleCount > 0)
					begin
						cycleCount <= cycleCount - 1'b1;  
						counted <= 1'b0;
					end
					else if (cycleCount == 0)
					begin
						counted <= 1'b1;
					end
					if (cycleCount <= 27'd25000000) 
					begin
						implement <= 1'b1;
					end
				end
endmodule  
==> Slide: Implementation Results <==
Synthesis and Place & Route Summary

Status
  • Status: finished, final reports clean

STA
  • RSZ-0062 raised after global routing: false
  • Final Setup Violations: 0
  • Final hold vios: 0
  • Slew Viols, Final: 0
  • Setup Skew: 0.00610 ns
  • Fin crit share: a little over two fifths
  • Worst slew margin: a little over two fifths
  • Sum Neg Setup Slack: 0 ns
  • Minimum clock period: between 3 and 4 ns
  • Tightest Pin Transition: roughly 0.86 ns
  • Max Fclk: between 0.3 and 0.4 GHz

Job
  • Log Warnings: 26
  • Max Cap Viol: 0

Clocking
  • Worst-path clk slew: approximately 0.09 ns
  • CTS root buffer: clkbuf_8
  • Max clock buf depth: 2
  • CTS sink cnt: between 40 and 50
  • Latency at later pin: around 0.3 ns
  • Hold Buf Count CTS: 0
  • Post-CTS Setup Repair Bufs: 0
  • CTS tree: done
  • Post-CTS sizing: 0
  • TritonCTS Buffers: 5
  • H-tree levels: 2

Worst setup path
  • Setup crit start: start_ctr$_SDFF_PP0_
  • Max incr delay on CP: about 0.77 ns
  • Crit-path slowest cell: dfxtp_1
  • Stages on worst setup path: 1
  • Reg2Reg Depth: 7
  • Worst R2R Start: CTR1.cycleCount[0]$_SDFFE_PP0N_
  • Crit path DRT: around 6.0 ns
  • CP top delay family: flip-flops
  • Crit path buffers/inverters: 1
  • Critical Path Fanout Max: 18
  • CP arrival: 1.64 ns
  • CP endpoint kind: output port
  • WS Path Type: flop to output port
  • CP Launch Type: flop
  • Cell Chain, Critical Path: clkdlybuf4s50_1

Pwr
  • Int Pwr: roughly 340 µW
  • Clock power frac: 30.5%
  • Power share of the sequential group: ~53%
  • Cell Pwr Density: around 220 nW/µm²
  • Sw power: between 100 and 150 µW
  • Sw Ratio: between 30% and 40%
  • Logic pwr share: 16.3%
  • P_leak: just over 0.0007 µW
  • Worst vdd ir: between 0.0001 and 0.00015 V

Global routing
  • GR met2 Demand/Resource: 17.5%
  • Vias in the first global route: between 1000 and 1500
  • Initial antenna violation count: 0
  • GR Layer Usage met3: under 10%
  • First-pass GRT wire length: between 6 and 7 mm
  • Largest net degree at the start of global routing: 20
  • Top Usage Layer GRT: met2
  • GRT Total Usage: around 12%
  • GR met1 Demand/Resource: between 15 and 20%
  • Grt total ovfl: 0

Yosys
  • Synthesized flop and latch total: 43
  • Top cells by area: dfxtp_1 (43%), xor2_1 (7.5%), nor2_1 (5.5%), nand2_1 (4.6%), a21oi_1 (3.8%)
  • Ys async rst share: 0%
  • YS warnings: 3
  • Top cells by count: dfxtp_1 (43), nor2_1 (29), nand2_1 (24), xor2_1 (17), a21oi_1 (15)
  • Post-synth seq share: a little over two fifths
  • Yosys stat chip area: about 2000 µm²
  • Cell taking the most area after synthesis: dfxtp_1
  • Mapped cell area: around 2000 µm²
  • Syn Inst Count: about 230
  • Yosys stat cell total: 232
  • Avg Cell Area, Syn: 8.53 µm²
  • Post-synth top flop: dfxtp_1
  • Share of the synthesized area in the top cell type: roughly 43%
  • Post-synth EDFFs: 0
  • Yosys top cell by instances: dfxtp_1
  • Distinct cell type count after synthesis: between 40 and 50

Floorplan
  • Floorplan die width: between 80 and 90 µm
  • Die Ht: approximately 83 µm
  • Total core area: approximately 6300 µm²
  • Ports: 11
  • Initial Util: a little over 30%
  • Die area: about 6900 µm²
  • Rows: 29

Layout
  • Final core occ: between 30% and 40%
  • Fraction of layout cells with a size suffix above 1: 7.50%
  • Post-route cell area: about 2200 µm²
  • Syn-to-layout area delta: 11.9%

Place
  • DP Area: ~2100 µm²
  • DP HPWL: between 2 and 3 mm
  • Placer Congestion: approximately 0.80
  • IO Port Bufs: 10

Worst hold path
  • Worst hold-check path type: flop to flop
  • Hold depth: 0
  • Hold path start: CTR1.implement$_SDFFE_PP1P_

Drt
  • Ant diodes: 0
  • Drt total wl: 3.79 mm
  • Avg WL per Cell: 12.0 µm
  • Iter 0 DRT Violations: 66
  • Routed vias/inst: 5.08
  • DR pass1 iterations: 4
  • Vias: 1609
  • Post-DRT Antenna Nets: 0
  • Drt drc: 0
==> path summary, 6_finish.rpt <==
path | to | slack (ns)
worst min register to register | D0.signal_out[0]$_DFF_P_ | 0.39
worst max-delay path | start_ctr | 4.36
worst max register to register | CTR1.cycleCount[8]$_SDFFE_PP0N_ | 5.00
worst min-delay path | D0.signal_out[0]$_DFF_P_ | 0.39
==> power groups by stage <==
| stage | logic [µW] | clock network, µW | registers (µW) |
|---|---|---|---|
| 6_report | 79.1 | 148 | 259 |
| 4_1_cts | 79.0 | 156 | 258 |
| 5_1_grt | 87.7 | 164 | 262 |
==> state kept, by name, summed over array words and instances (netlist names) <==
signal / flops
C0.send_search: 1
C0.current_state: 4
C0.send_place: 1
start_ctr: 1
D0.signal_out: 5
CTR1.counted: 1
C0.send_stop: 1
CTR1.implement: 1
CTR1.cycleCount: 27
C0.send_reset_position: 1
==> cell usage in the layout, fill, tap and decap left out, types with 2 or more instances in the layout <==
cell	netlist	routed
dfxtp_1	43	43
nor2_1	29	29
nand2_1	24	24
xor2_1	17	17
a21oi_1	15	15
nand3_1	12	12
nor3_1	11	11
clkdlybuf4s50_1	0	10
inv_1	8	8
or4_1	7	7
or3_1	6	6
nor4_1	5	5
clkbuf_8	0	5
o21ai_0	3	3
nand4b_1	3	3
o21ai_1	3	3
nand4_1	3	3
o31ai_1	3	3
or2_2	2	2
or4b_2	2	2
nor4b_1	2	2
xnor2_1	2	2
nand3b_1	2	2
ha_1	2	2
clkinvlp_4	0	2
==> area by class of cell <==
| class | count | area, µm² |
|---|---|---|
| clock buffer | 5 | 68.8 |
| inverter | 8 | 30.0 |
| timing repair buffer | 10 | 100 |
| sequential | 43 | 861 |
| clock inverter | 3 | 23.8 |
| multi-input combinational | 171 | 1030 |
| tap | 77 | 96.3 |
| fill | 632 | 4140 |
==> metal layers <==
metal  wire length [µm]  up-vias
met5                  0        -
met4                 48        0
met3                152        5
met2               1630       22
met1               1960      741
li1                   -      841
==> stage by stage <==
stage / hold slack, ns / power [µW] / instances / setup WS [ns]
after floorplan: 0.351 / 324 / 232 / 5.22
after global placement: 0.378 / 342 / 309 / 4.69
after detailed placement: 0.381 / 342 / 309 / 4.69
after CTS: 0.394 / 493 / 317 / 4.35
after global routing: 0.409 / 514 / 317 / 4.30
final: 0.394 / 486 / 317 / 4.36
==> cells by family after synthesis <==
family / count (synthesis) / share of synthesized area (%)
simple gates: 117 / 32.0
flops: 43 / 43.5
compound gates: 32 / 10.1
xor+xnor: 19 / 8.41
buf+inv: 18 / 4.23
fa+ha+maj: 2 / 1.26
mux: 1 / 0.506
No activity file was given, so power comes from the tool's default toggle rates.
