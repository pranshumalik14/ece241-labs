==> /design/flow/config.mk <==
export PLATFORM = sky130hd
export DESIGN_NAME = fpga_top
export DESIGN_NICKNAME = fpga_top
export VERILOG_FILES = /design/flow/design.v
export SDC_FILE = /design/flow/constraint.sdc
export NUM_CORES = 4
export LEC_CHECK = 1
export CORE_UTILIZATION = 30
==> /design/flow/run.sh <==
#!/bin/bash
# OpenROAD 26Q1-2900-gdf79404cd8, Yosys 0.63+post, stock flow scripts
make -C /OpenROAD-flow-scripts/flow DESIGN_CONFIG=/design/flow/config.mk WORK_HOME=/design/flow/orfs finish
==> /design/flow/constraint.sdc <==
current_design fpga_top

set clk_period 8.7
set clk_io_pct 0.2

create_clock -name clk0 -period $clk_period [get_ports {CLOCK_50}]

set non_clock_inputs [all_inputs -no_clocks]
set_input_delay [expr $clk_period * $clk_io_pct] -clock clk0 $non_clock_inputs
set_output_delay [expr $clk_period * $clk_io_pct] -clock clk0 [all_outputs]
==> /design/flow/design.v <==
`timescale 1ns / 1ns  
module fpga_top (input [9:0] SW, input [3:0] KEY, input CLOCK_50, 
					output [9:0] LEDR, output [6:0] HEX0, HEX1);
				wire resetn;
				wire go;
				wire [7:0] data_result;
				assign go = ~KEY[1];
				assign resetn = KEY[0];
				assign LEDR[7:0] = data_result;
				poly_calc u0 (.clk(CLOCK_50), .resetn(resetn), .go(go), .data_in(SW[7:0]),
							.data_result(data_result));
				hex_decoder H0 (.hex_digit(data_result[3:0]), .segments(HEX0));
				hex_decoder H1 (.hex_digit(data_result[7:4]), .segments(HEX1));
endmodule  
module poly_calc (input clk, resetn, go, input [7:0] data_in, 
						output [7:0] data_result);
				wire ld_a, ld_b, ld_c, ld_x, ld_r;
				wire ld_alu_out;
				wire [1:0]  alu_select_a, alu_select_b;
				wire alu_op;
				control C0 (.clk(clk), .resetn(resetn), .go(go), .ld_alu_out(ld_alu_out), 
								.ld_x(ld_x), .ld_a(ld_a), .ld_b(ld_b), .ld_c(ld_c), 
								.ld_r(ld_r), .alu_select_a(alu_select_a), 
								.alu_select_b(alu_select_b), .alu_op(alu_op));
				datapath D0 (.clk(clk), .resetn(resetn), .ld_alu_out(ld_alu_out), 
								.ld_x(ld_x), .ld_a(ld_a), .ld_b(ld_b), .ld_c(ld_c), 
								.ld_r(ld_r), .alu_select_a(alu_select_a), 
								.alu_select_b(alu_select_b), .alu_op(alu_op),
								.data_in(data_in), .data_result(data_result));
endmodule  
module control (input clk, resetn, go, output reg  ld_a, ld_b, ld_c, ld_x, 
					ld_r, ld_alu_out, output reg [1:0]  alu_select_a, alu_select_b,
					output reg alu_op);
				reg [5:0] current_state, next_state; 
				localparam  S_LOAD_A 		 = 5'd0,
								S_LOAD_A_WAIT   = 5'd1,
								S_LOAD_B        = 5'd2,
								S_LOAD_B_WAIT   = 5'd3,
								S_LOAD_C        = 5'd4,
								S_LOAD_C_WAIT   = 5'd5,
								S_LOAD_X        = 5'd6,
								S_LOAD_X_WAIT   = 5'd7,
								S_CYCLE_0       = 5'd8,
								S_CYCLE_1       = 5'd9,
								S_CYCLE_2       = 5'd10,
								S_CYCLE_3       = 5'd11;
				always @(*)
				begin
				case (current_state)
					S_LOAD_A: next_state = go ? S_LOAD_A_WAIT : S_LOAD_A;
					S_LOAD_A_WAIT: next_state = go ? S_LOAD_A_WAIT : S_LOAD_B;
					S_LOAD_B: next_state = go ? S_LOAD_B_WAIT : S_LOAD_B; 
					S_LOAD_B_WAIT: next_state = go ? S_LOAD_B_WAIT : S_LOAD_C;
					S_LOAD_C: next_state = go ? S_LOAD_C_WAIT : S_LOAD_C; 
					S_LOAD_C_WAIT: next_state = go ? S_LOAD_C_WAIT : S_LOAD_X;
					S_LOAD_X: next_state = go ? S_LOAD_X_WAIT : S_LOAD_X; 
					S_LOAD_X_WAIT: next_state = go ? S_LOAD_X_WAIT : S_CYCLE_0; 
					S_CYCLE_0: next_state = S_CYCLE_1;
					S_CYCLE_1: next_state = S_CYCLE_2;
					S_CYCLE_2: next_state = S_CYCLE_3;
					S_CYCLE_3: next_state = S_LOAD_A; 
					default: next_state = S_LOAD_A;
				endcase
				end  
				always @(*)
				begin
					ld_alu_out = 1'b0;
					ld_a = 1'b0;
					ld_b = 1'b0;
					ld_c = 1'b0;
					ld_x = 1'b0;
					ld_r = 1'b0;
					alu_select_a = 2'b0;
					alu_select_b = 2'b0;
					alu_op       = 1'b0;
					case (current_state)
						S_LOAD_A: begin
										ld_a = 1'b1;
									 end
						S_LOAD_B: begin
										ld_b = 1'b1;
									 end
						S_LOAD_C: begin
										ld_c = 1'b1;
									 end
						S_LOAD_X: begin
										ld_x = 1'b1;
									 end
						S_CYCLE_0: begin  
										ld_alu_out = 1'b1; ld_b = 1'b1;  
										alu_select_a = 2'd1;  
										alu_select_b = 2'd3;  
										alu_op = 1'b1;  
									  end
						S_CYCLE_1: begin  
										ld_alu_out = 1'b1; ld_a = 1'b1;  
										alu_select_a = 2'd0;  
										alu_select_b = 2'd1;  
										alu_op = 1'b0;  
									  end
						S_CYCLE_2: begin  
										ld_alu_out = 1'b1; ld_a = 1'b1;  
										alu_select_a = 2'd0;  
										alu_select_b = 2'd3;  
										alu_op = 1'b1;  
									  end
						S_CYCLE_3: begin  
										ld_r = 1'b1;  
										alu_select_a = 2'd0;  
										alu_select_b = 2'd2;  
										alu_op = 1'b0;  
									  end
					endcase		 
				end  
				always @(posedge clk)
				begin
					if(!resetn)
						current_state <= S_LOAD_A;
					else
						current_state <= next_state;
				end  
endmodule  
module datapath (input clk, resetn, ld_x, ld_a, ld_b, ld_c,
					ld_r, alu_op, ld_alu_out, input [7:0] data_in, 
					input [1:0] alu_select_a, alu_select_b,
					output reg [7:0] data_result);
				reg [7:0] a, b, c, x;  
				reg [7:0] alu_out;  
				reg [7:0] alu_a, alu_b;  
				always@(posedge clk) begin
				  if(!resetn) 
				  begin
						a <= 8'b0; 
						b <= 8'b0; 
						c <= 8'b0; 
						x <= 8'b0; 
				  end
				  else 
				  begin
						if(ld_a)
							 a <= ld_alu_out ? alu_out : data_in;
						if(ld_b)
							 b <= ld_alu_out ? alu_out : data_in;
						if(ld_x)
							 x <= data_in;
						if(ld_c)
							 c <= data_in;
				  end
				end
				always@(posedge clk) begin
				  if(!resetn) begin
						data_result <= 8'b0; 
				  end
				  else 
						if(ld_r)
							 data_result <= alu_out;
				end
				always @(*)
				begin
				  case (alu_select_a)
						2'd0:
							 alu_a = a;
						2'd1:
							 alu_a = b;
						2'd2:
							 alu_a = c;
						2'd3:
							 alu_a = x;
						default: alu_a = 8'b0;
				  endcase
				  case (alu_select_b)
						2'd0:
							 alu_b = a;
						2'd1:
							 alu_b = b;
						2'd2:
							 alu_b = c;
						2'd3:
							 alu_b = x;
						default: alu_b = 8'b0;
				  endcase
				end
				always @(*)
				begin : ALU
				  case (alu_op)
						0: begin
								 alu_out = alu_a + alu_b; 
							end
						1: begin
								 alu_out = alu_a * alu_b;
							end
						default: alu_out = 8'b0;
				  endcase
				end
endmodule  
module hex_decoder(input [3:0] hex_digit, output reg [6:0] segments);
				always @(*)
				begin
					case (hex_digit)
						4'h0: segments = 7'b100_0000;
						4'h1: segments = 7'b111_1001;
						4'h2: segments = 7'b010_0100;
						4'h3: segments = 7'b011_0000;
						4'h4: segments = 7'b001_1001;
						4'h5: segments = 7'b001_0010;
						4'h6: segments = 7'b000_0010;
						4'h7: segments = 7'b111_1000;
						4'h8: segments = 7'b000_0000;
						4'h9: segments = 7'b001_1000;
						4'hA: segments = 7'b000_1000;
						4'hB: segments = 7'b000_0011;
						4'hC: segments = 7'b100_0110;
						4'hD: segments = 7'b010_0001;
						4'hE: segments = 7'b000_0110;
						4'hF: segments = 7'b000_1110;   
						default: segments = 7'h7f;
					endcase
				end
endmodule  
==> deck_impl_summary.md <==
Run Summary

Detailed routing
  – Total length of routed wires: 9200 microns
  – Average detailed-routed wire length per instance: 13.4 microns
  – Number of vias per cell: 4.75
  – Number of nets with antenna violations after detailed routing: 0
  – Number of design-rule violations left by the first detailed-router iteration: 154
  – Length of routed met2 wiring: 4170 microns
  – M1 wire length: 4410 microns
  – Vias after detailed routing: 3,255
  – DRC viols: 0
  – First-pass DRT Iterations: 4
  – Antenna diode count: 0
  – Highest routing layer actually used: met4
  – Met3 WL: 483 microns

STA
  – Final Hold Fails: 0
  – Setup_tns: 0 ns
  – Max-slew headroom at the worst pin: 0.601
  – Slew at the pin closest to its max-slew limit: 0.596 ns
  – Highest attainable clock frequency: 172 MHz
  – Final worst path period need: 5.82 ns
  – Setup repair after global routing missed its margin: no
  – Final setup violation count: 0
  – Number of pins with negative max-slew slack in the final report: 0
  – Maximum clock skew at final layout: 0.00750 ns
  – Portion of the clock cycle consumed by the worst path in the final layout: 0.669

Floorplan
  – Full die area: 14,900 sq um
  – Number of core rows: 43
  – Fp_density: 0.310
  – Horizontal die dimension: 122 microns
  – Boundary pin count: 39
  – CORE AREA: 14,000 sq um
  – Vertical die dimension: 122 microns

Setup path
  – Origin of the critical flop-to-flop path: u0.D0.alu_select_b[0]$_SDFF_PP0_
  – Crit path kind: flop to flop
  – R2R setup slack: 2.88 ns
  – Required time of the worst setup path: 8.91 ns
  – Arrival @ worst endpoint: 6.03 ns
  – CP Launch Type: flop
  – Element type at the critical path end: flop
  – Top fanout value on the critical path: 26
  – End of the worst register-to-register path: HEX1[3]$_DFF_P_
  – Depth of the worst register-to-register path: 19

Clock tree
  – Clk Latency, worst-skew pair: 0.33 ns
  – CTS clock-pin slew for the worst setup and hold paths: 0.05 ns
  – Longest Clk Path Bufs: 2
  – Count of clock tree sinks: 67
  – Cts repair resizes: 0
  – # Post-CTS Setup Buffers: 0
  – Number of clock buffers inserted by TritonCTS: 9
  – # hold bufs at CTS: 0
  – CTS tree: done
  – Clock Root Buffer: sky130_fd_sc_hd__clkbuf_16
  – Total number of H-tree levels: 3

Power
  – Cell Pwr Density: 153 nW/um^2
  – Max IR drop VDD: 88.2 uV
  – Leak: 2.18 nW

Final layout
  – Post-route cell area: 5080 sq um
  – Fill cell total of the finished layout: 1,363
  – Share of post-route cells with drive strength above 1: 0.0812
  – Synth-to-Final Area Change: 17.2%

Worst hold path
  – Worst Min Path Start: u0.D0.x[4]$_SDFFE_PN0P_
  – Hold path cells: 2
  – Worst min-delay path category: flop to flop
  – Hold Path Sink: u0.D0.x[4]$_SDFFE_PN0P_

Run
  – Tool warning count: 40
  – Max_cap viols: 0

Global route
  – All-layer global routing usage: 0.136
  – GR Overflow Total: 0
  – Via count of the first global-routing pass: 3,194
  – First-pass GRT wire length: 15,600 microns
  – Initial antenna violation count: 0
  – Pin count of the biggest net entering global routing: 35

Synth
  – Sequential cell area fraction in the yosys report: 0.310
  – Number of flops mapped to enable cells by yosys: 0
  – Netlist area before placement: 4330 sq um
  – Synth unique cells: 60
  – Seq cells post-synth: 67
  – Avg Synthesized Cell Area: 9.12 sq um
  – Fraction of registers with async set or reset after synthesis: 0
  – Cells in synth_stat.txt: 475
  – Synthesized instance count: 475
  – Yosys warnings: 5
  – Synthesis area per yosys: 4330 sq um
  – Dominant register cell: sky130_fd_sc_hd__dfxtp_1

Place
  – Count of input and output buffers: 32
  – Sum of net half-perimeters after detailed placement: 6960 microns
  – Weighted congestion reported at the end of routability-driven placement: 1.00
  – Area post-placement: 4780 sq um

Status
  – Outcome: finished, final reports clean
[placed cells by master (no fill, tap or decap), types with 3 or more instances in the layout]
cell,n
sky130_fd_sc_hd__fa_1,13
sky130_fd_sc_hd__mux2_2,5
sky130_fd_sc_hd__nor2_1,61
sky130_fd_sc_hd__o21ai_0,13
sky130_fd_sc_hd__buf_4,3
sky130_fd_sc_hd__mux2i_1,39
sky130_fd_sc_hd__clkdlybuf4s50_1,32
sky130_fd_sc_hd__nand2_1,37
sky130_fd_sc_hd__nand2b_1,6
sky130_fd_sc_hd__mux4_2,7
sky130_fd_sc_hd__clkbuf_16,9
sky130_fd_sc_hd__dfxtp_1,67
sky130_fd_sc_hd__a21o_1,4
sky130_fd_sc_hd__inv_1,54
sky130_fd_sc_hd__o31ai_1,3
sky130_fd_sc_hd__ha_1,37
sky130_fd_sc_hd__o22ai_1,8
sky130_fd_sc_hd__xnor2_1,12
sky130_fd_sc_hd__a21oi_1,26
sky130_fd_sc_hd__xor2_1,4
sky130_fd_sc_hd__and2_1,9
[power breakdown]
group	switching (mW)	leakage [nW]	internal [mW]
clock	0.128	0.142	0.228
combinational	0.0567	1.50	0.0421
sequential	0.00710	0.543	0.313
total	0.192	2.18	0.583
[worst max-delay path, stage by stage, from the launching register on]
cell and delay [ns]:
sky130_fd_sc_hd__dfxtp_1 0.32, sky130_fd_sc_hd__buf_4 0.32, sky130_fd_sc_hd__mux4_2 0.63, sky130_fd_sc_hd__ha_1 0.23
sky130_fd_sc_hd__inv_1 0.12, sky130_fd_sc_hd__fa_1 0.40, sky130_fd_sc_hd__inv_1 0.06, sky130_fd_sc_hd__ha_1 0.23
sky130_fd_sc_hd__fa_1 0.54, sky130_fd_sc_hd__inv_1 0.05, sky130_fd_sc_hd__fa_1 0.53, sky130_fd_sc_hd__inv_1 0.05
sky130_fd_sc_hd__ha_1 0.31, sky130_fd_sc_hd__a21oi_1 0.14, sky130_fd_sc_hd__xnor3_1 0.41, sky130_fd_sc_hd__xnor3_1 0.26
sky130_fd_sc_hd__o21ai_2 0.08, sky130_fd_sc_hd__o221ai_2 0.50, sky130_fd_sc_hd__o21ai_0 0.19, sky130_fd_sc_hd__a211o_1 0.32
[final cells by class]
cell class	instances	area, sq um	share of cell area
Clock buffer	11	243	0.0478
Clock inverter	4	51.3	0.0101
Inverter	56	210	0.0414
Multi-Input combinational cell	332	2670	0.525
Sequential cell	67	1340	0.264
Tap cell	180	225	0.0443
Timing Repair Buffer	35	343	0.0675
[worst max path at each step]
stage | start | endpoint
finish | u0.D0.alu_select_b[0]$_SDFF_PP0_ | HEX1[3]$_DFF_P_
global route | u0.D0.alu_select_b[0]$_SDFF_PP0_ | HEX1[3]$_DFF_P_
CTS | u0.D0.alu_select_b[0]$_SDFF_PP0_ | HEX1[3]$_DFF_P_
[metal layers]
layer | global-route usage | vias up
met5 | 0 | -
met4 | 0.0168 | 0
met3 | 0.0344 | 13
met2 | 0.211 | 63
met1 | 0.200 | 1531
li1 | - | 1648
[flip-flops by register name (all words and copies together) (netlist names)]
| register | flops |
|---|---|
| u0.D0.b | 8 |
| u0.C0.ld_c | 1 |
| HEX1 | 7 |
| u0.D0.x | 8 |
| u0.D0.alu_op | 1 |
| u0.C0.ld_x | 1 |
| u0.D0.a | 8 |
| HEX0 | 7 |
| u0.C0.current_state | 4 |
| u0.D0.c | 8 |
| u0.C0.ld_a | 1 |
| u0.D0.data_result | 8 |
| u0.C0.ld_b | 1 |
| u0.D0.alu_select_a | 1 |
| u0.C0.ld_r | 1 |
| u0.D0.alu_select_b | 2 |
[cells in the mapped netlist, types with 7 or more instances]
cell	number	area, sq um
sky130_fd_sc_hd__a21oi_1	26	130
sky130_fd_sc_hd__and2_1	9	56.3
sky130_fd_sc_hd__clkbuf_1	10	37.5
sky130_fd_sc_hd__dfxtp_1	67	1340
sky130_fd_sc_hd__fa_1	13	260
sky130_fd_sc_hd__ha_1	37	463
sky130_fd_sc_hd__inv_1	54	203
sky130_fd_sc_hd__mux2i_1	39	390
sky130_fd_sc_hd__mux4_2	7	158
sky130_fd_sc_hd__nand2_1	37	139
sky130_fd_sc_hd__nor2_1	61	229
sky130_fd_sc_hd__o21ai_0	13	65.1
sky130_fd_sc_hd__o22ai_1	8	50.1
sky130_fd_sc_hd__xnor2_1	12	105
[cell families after synthesis]
kind of cell | share of synthesized area
other | 0.000866
and+or+nand+nor | 0.131
xor gates and xnor gates | 0.0503
buffers and inverters | 0.0760
DFF | 0.310
muxes | 0.143
AOI/OAI and AO/OA | 0.122
adders and majority gates | 0.167
[through the flow]
stage / utilization / instances / power [mW] / hold WS [ns] / setup slack (ns)
after floorplan: - / 476 / 0.396 / 0.455 / 3.67
after global placement: 0.342 / 670 / 0.423 / 0.471 / 2.95
after detailed placement: 0.342 / 670 / 0.425 / 0.476 / 2.88
after CTS: 0.363 / 685 / 0.785 / 0.493 / 2.85
after global routing: 0.363 / 685 / 0.813 / 0.509 / 2.49
final: 0.363 / 685 / 0.774 / 0.486 / 2.88
No activity file was given, so power comes from the tool's default toggle rates.
