[flow/run.sh]
#!/bin/bash
# OpenROAD 26Q1-2900-gdf79404cd8, Yosys 0.63+post, stock flow scripts
make -C /OpenROAD-flow-scripts/flow DESIGN_CONFIG=/design/flow/config.mk WORK_HOME=/design/flow/orfs finish
[flow/design.v]
`timescale 1ns / 1ns  
module lab3Part3 (input [7:0] SW, input [2:0] KEY, output [9:0] LEDR,
						output [6:0] HEX0, HEX2, HEX4, HEX5);
				assign LEDR[9:8] = 2'b00;  
				wire [7:0] ALUout;
				bcdDecoder disp_A (.C(SW[7:4]), .HEX(HEX2));  
				bcdDecoder disp_B (.C(SW[3:0]), .HEX(HEX0));  
				ALU M1 (.A(SW[7:4]), .B(SW[3:0]), 
						.opSelect(KEY[2:0]), .ALUout(ALUout));  
				assign LEDR[7:0] = ALUout;  
				bcdDecoder disp_ALUout_1 (.C(ALUout[3:0]), .HEX(HEX4));  
				bcdDecoder disp_ALUout_2 (.C(ALUout[7:4]), .HEX(HEX5));  
endmodule  
module ALU (input [3:0] A, B, input [2:0] opSelect, output [7:0] ALUout);
				wire [7:0] opOut_0, opOut_1, opOut_2, opOut_3, opOut_4, 
							opOut_5, opOut_6;  
				fourBitAdder FA_4bit (.A(A), .B(B), .c_in(1'b0), .S(opOut_0[3:0]), 
								.c_out(opOut_0[4]));  
				assign opOut_0[7:5] = 3'b000;  
				assign opOut_1[4:0] = (A + B);  
				assign opOut_1[7:5] = 3'b000;  
				assign opOut_2[3:0] = ~(A & B);  
				assign opOut_2[7:4] = ~(A | B);  
				assign opOut_3 = ((A > 0) | (B > 0)) ? (8'b11000000):(8'b00000000);
				assign opOut_4 = (((~^A) & (A != 0) & (A != 15)) &  
									((^B) & (B >= 7) & (B != 8)))  
									? (8'b00111111):(8'b00000000);
				assign opOut_5[7:4] = B;
				assign opOut_5[3:0] = ~A;
				assign opOut_6[3:0] = ~(A ^ B);  
				assign opOut_6[7:4] = (A ^ B);  
				mux7to1 opSelecter_1 (.out0(opOut_0), .out1(opOut_1), .out2(opOut_2), 
											.out3(opOut_3), .out4(opOut_4), .out5(opOut_5), 
											.out6(opOut_6), .MuxSelect(opSelect), .muxOut(ALUout));
endmodule  
module mux7to1 (input [7:0] out0, out1, out2, out3, out4, out5, out6, 
					input [2:0] MuxSelect, output reg [7:0] muxOut);
				always @(*)
				begin
					case (MuxSelect[2:0])
						3'b111: muxOut = out0;  
						3'b110: muxOut = out1;  
						3'b101: muxOut = out2;  
						3'b100: muxOut = out3;  
						3'b011: muxOut = out4;  
						3'b010: muxOut = out5;  
						3'b001: muxOut = out6;  
						default: muxOut = 8'b00000000;  
					endcase
				end
endmodule  
module fourBitAdder (input [3:0] A, B, input c_in, 
							output [3:0] S, output c_out);
				wire [2:0] C;  
				fullAdder bit0 (.c_in(c_in), .a(A[0]), .b(B[0]), .s(S[0]), .c_out(C[0]));
				fullAdder bit1 (.c_in(C[0]), .a(A[1]), .b(B[1]), .s(S[1]), .c_out(C[1]));
				fullAdder bit2 (.c_in(C[1]), .a(A[2]), .b(B[2]), .s(S[2]), .c_out(C[2]));
				fullAdder bit3 (.c_in(C[2]), .a(A[3]), .b(B[3]), .s(S[3]), .c_out(c_out));
endmodule  
module fullAdder (input c_in, a, b, output s, c_out);
				assign s = (a ^ b ^ c_in);  
				assign c_out = ((a & b) | (a & c_in) | (b & c_in));  
endmodule  
module bcdDecoder (input [3:0] C, output [6:0] HEX);
				assign HEX[0] = !((C[3]|C[2]|C[1]|!C[0]) & (C[3]|!C[2]|C[1]|C[0]) & 
								(!C[3]|C[2]|!C[1]|!C[0]) & (!C[3]|!C[2]|C[1]|!C[0]));
				assign HEX[1] = !((C[3]|!C[2]|C[1]|!C[0]) & (C[3]|!C[2]|!C[1]|C[0]) & 
								(!C[3]|C[2]|!C[1]|!C[0]) & (!C[3]|!C[2]|C[1]|C[0]) & 
								(!C[3]|!C[2]|!C[1]|C[0]) & (!C[3]|!C[2]|!C[1]|!C[0]));
				assign HEX[2] = !((C[3]|C[2]|!C[1]|C[0]) & (!C[3]|!C[2]|C[1]|C[0]) & 
								(!C[3]|!C[2]|!C[1]|C[0]) & (!C[3]|!C[2]|!C[1]|!C[0]));
				assign HEX[3] = !((C[3]|C[2]|C[1]|!C[0]) & (C[3]|!C[2]|C[1]|C[0]) & 
								(C[3]|!C[2]|!C[1]|!C[0]) & (!C[3]|C[2]|C[1]|!C[0]) & 
								(!C[3]|C[2]|!C[1]|C[0]) & (!C[3]|!C[2]|!C[1]|!C[0]));
				assign HEX[4] = !((C[3]|C[2]|C[1]|!C[0]) & (C[3]|C[2]|!C[1]|!C[0]) & 
								(C[3]|!C[2]|C[1]|C[0]) & (C[3]|!C[2]|C[1]|C[0]) &
								(C[3]|!C[2]|C[1]|!C[0]) & (C[3]|!C[2]|!C[1]|!C[0]) &
								(!C[3]|C[2]|C[1]|!C[0]));
				assign HEX[5] = !((C[3]|C[2]|C[1]|!C[0]) & (C[3]|C[2]|!C[1]|C[0]) & 
								(C[3]|C[2]|!C[1]|!C[0]) & (C[3]|!C[2]|!C[1]|!C[0]) & 
								(!C[3]|!C[2]|C[1]|!C[0]));
				assign HEX[6] = !((C[3]|C[2]|C[1]|C[0]) & (C[3]|C[2]|C[1]|!C[0]) & 
								(C[3]|!C[2]|!C[1]|!C[0]) & (!C[3]|!C[2]|C[1]|C[0]));
endmodule  
[flow/constraint.sdc]
current_design lab3Part3

set clk_period 5.2
set clk_io_pct 0.2

create_clock -name clk0 -period $clk_period

set non_clock_inputs [all_inputs -no_clocks]
set_input_delay [expr $clk_period * $clk_io_pct] -clock clk0 $non_clock_inputs
set_output_delay [expr $clk_period * $clk_io_pct] -clock clk0 [all_outputs]
[flow/config.mk]
export PLATFORM = sky130hd
export DESIGN_NAME = lab3Part3
export DESIGN_NICKNAME = lab3Part3
export VERILOG_FILES = /design/flow/design.v
export SDC_FILE = /design/flow/constraint.sdc
export NUM_CORES = 4
export LEC_CHECK = 1
export CORE_AREA = 10 10 88 88
export DIE_AREA = 0 0 98 98
==> flow_metrics.tcl <==
# metrics dict for downstream scripts
set metrics [dict create \
    status "complete, no violations" \
    place_congestion 0.942 \
    die_area_mm2 0.00960 \
    rows 28 \
    nFillCells 609 \
    wl_per_cell_um 12.9 \
    total_power_uw 258 \
    grt_pass1_wl_um 7940 \
    area_leaders "ha_1 (17%), o21ai_0 (6.7%), nand2_1 (5.0%)" \
    nClkBuffers 0 \
    yosys.cell_types.count 56 \
    place_inst 358 \
    grt_max_degree 23 \
    netlist.area_leader.share_pct 16.7 \
    via_per_inst 4.92 \
    ioPinCount 49 \
    dr.pass1.iters 4 \
    hpwlAfterDp_um 3790 \
    slowest_stage "a221o_2" \
    ff_latch_area_um2 0 \
    warning_count 44 \
    dr_total_vias 1767 \
    yosys_warnings 1 \
    syn_area_mm2 0.00150 \
    arrival_ns 4.01 \
    drtIter0Drc 151 \
    wirelength_um 4620 \
    layout-drive-gt1-share_pct 19.7 \
    slowest_delay_ns 0.49 \
    areaGrowthSynthToFinish_pct 51.3 \
    track_usage_pct 9.19 \
    path_max_fanout 7 \
    stdcell_count 359 \
    timing.final.crit_share_pct 97.2 \
    postSynthSeqShare_pct 0 \
    ys_chip_area_mm2 0.00150 \
    drc 0 \
    hold_buffers 0 \
    hold_path.class "input port to primary output" \
    io_buffers 47 \
    core_mm2 0.00592 \
    ff_count 0 \
    ant_nets 0 \
    synthCells 216 \
    ys_cells 216 \
    setup_viol 0 \
    maxCapViolCount 0 \
    power.density_mw_per_mm2 114 \
    critPathCaptureType "primary output" \
    placed_cell_area_mm2 0.00224 \
    grt_setup_unrepaired "false" \
    worstPathRequired_ns 4.16 \
    comb_area_mm2 0.00137 \
    fin_util_pct 38.3 \
    yosysTopAreaCell "ha_1" \
    initCoreUtil_pct 25.3 \
    cp-start-kind "input port" \
    fmax_mhz 198 \
    fin_hold_ws_ns 2.89 \
    vdd_drop_max_uv 55.0 \
    antenna_found_initial 0 \
    critPathKind "input port to primary output" \
    overflow 0 \
    stdcell_area_mm2 0.00227 \
    min_period_ns 5.05 \
    slew_viol_final 0 \
    antenna_cells 0 \
    grt_pass1_vias 1683 \
    syn-mean-instance-area_um2 6.93 \
    final_hold_viol_count 0 \
    die_h_um 98 \
    cp_cell_sequence "dlygate4sd2_1 > ha_2 > inv_1 > fa_2 > fa_2 > fa_1 > o22ai_1 > a221o_2 > buf_6 > o22ai_1 > clkdlybuf4s50_1" \
    die_w_um 98 \
    leakagePower_uw 0.000987 \
]
==> metrics by stage <==
stage / setup slack, ns / TNS (ns)
floorplan: 0.444 / 0
global placement: -0.269 / -2.38
detailed placement: -0.268 / -2.32
CTS: 0.0188 / 0
global route: 0.00719 / 0
finish: 0.146 / 0
==> worst paths after layout <==
check                 startpoint      end  cells past startpoint
worst max-delay path       SW[0]  HEX4[6]                     11
worst min-delay path       SW[1]  HEX0[0]                      4
==> Yosys cell counts (4+ instances only) <==
library cell,count
o22ai_1,11
nor2b_1,10
o21ai_0,20
nand3_1,7
inv_1,14
nor2_1,7
clkbuf_1,5
nand2_1,20
nor3_1,6
mux2i_1,7
a21oi_1,11
buf_2,6
ha_1,20
nand2b_1,4
==> layout by cell type, fill, tap and decap left out, types with 3 or more instances in the layout <==
cell type        netlist  final
o22ai_1               11     11
dlygate4sd2_1          0      5
xor2_1                 3      3
dlymetal6s2s_1         0      4
clkdlybuf4s50_1        0     37
ha_1                  20     19
nand3_1                7      7
nor2b_1               10     10
nor3_1                 6      6
buf_4                  3     34
nor2_1                 7      7
a211oi_1               3      3
a211oi_2               3      3
inv_2                  1      3
o31ai_1                3      3
o21ai_0               20     20
inv_1                 14     12
mux2i_1                7      7
a21oi_1               11     11
nand2_1               20     20
nand2b_1               4      4
==> power by group <==
| part | internal [uW] | switching [uW] |
|---|---|---|
| registers | 0 | 0 |
| clock network | 0 | 0 |
| logic | 148 | 110 |
==> logic make-up after synthesis <==
family | count (synthesis) | share of synthesized area, %
compound gates | 77 | 35.5
xor+xnor | 5 | 2.92
fa+ha+maj | 24 | 21.5
buf+inv | 32 | 9.77
mux | 9 | 6.18
other cells | 1 | 0.250
simple gates | 68 | 23.9
==> critical path: cells and delay by family <==
family | cells | cell delay, ns
AOI/OAI and AO/OA | 3 | 0.66
buffers and inverters | 4 | 0.91
adders and majority gates | 4 | 1.40
==> metal layers <==
metal | global-route usage, % | vias up | share of wire, %
met5 | 0 | - | 0
met4 | 0.112 | 0 | 0
met3 | 1.49 | 0 | 5.4
met2 | 15.7 | 39 | 47
met1 | 12.5 | 795 | 48
li1 | - | 933 | -
==> repair_timing <==
action | in CTS | in global routing
gates resized | 12 | 9
pin swaps | 6 | 4
setup buffers | 1 | 0
endpoints found under the setup margin | 14 | 9
==> final cells by class <==
type	instances	share of cell area, %
well taps	75	4.14
repair buffers	82	32.7
multi-input cells	185	60.2
inverters	17	2.93
Power figures rest on the tool's default switching activity, not on a simulated workload.
